==> ./design.v <==
module INSTR  
(
	input [31:0] pc,
	output [31:0] instruction
);
	wire [29:0] i = pc[31:2];
	reg [31:0] rom[16:1];
	initial
	begin
		rom[1] = 32'b101000_10001_10001_0000000000010001;  
		rom[2] = 32'b101000_00011_00011_0000000000000011;  
		rom[3] = 32'b101000_00011_01000_00000_00000_000000;  
		rom[4] = 32'b000000_10001_01000_01001_00000_100010;  
		rom[5] = 32'b000000_10001_01000_01010_00000_101010;  
		rom[6] = 32'b000100_10001_01000_0000000000000100;  
		rom[7] = 32'b000110_01010_01011_0000000000000010;  
		rom[8] = 32'b000000_01000_00011_01000_00000_100000;  
		rom[9] = 32'b100110_00000000000000000000000100;  
		rom[10] = 32'b000000_01001_00011_01001_00000_100000;  
		rom[11] = 32'b101011_00011_01001_00000_00000_001000;  
	end
	assign instruction = (pc < 48 )? rom[i]: 32'd0;
endmodule
==> ./run.sh <==
#!/bin/bash
# OpenROAD 26Q1-2900-gdf79404cd8, Yosys 0.63+post, stock flow scripts
make -C /OpenROAD-flow-scripts/flow DESIGN_CONFIG=/design/flow/config.mk WORK_HOME=/design/flow/orfs finish
==> ./config.mk <==
export PLATFORM = sky130hd
export DESIGN_NAME = INSTR
export DESIGN_NICKNAME = INSTR
export VERILOG_FILES = /design/flow/design.v
export SDC_FILE = /design/flow/constraint.sdc
export NUM_CORES = 4
export LEC_CHECK = 1
export CORE_AREA = 10 10 70 70
export DIE_AREA = 0 0 80 80
==> ./constraint.sdc <==
current_design INSTR

set clk_period 3.9
set clk_io_pct 0.2

create_clock -name clk0 -period $clk_period

set non_clock_inputs [all_inputs -no_clocks]
set_input_delay [expr $clk_period * $clk_io_pct] -clock clk0 $non_clock_inputs
set_output_delay [expr $clk_period * $clk_io_pct] -clock clk0 [all_outputs]
==> flow_summary.ini <==
; physical design summary
[run_status]
status = finished, final reports clean

[cells_and_area]
flops = 0
clockBufferCount = 0
drive_gt1_share_pct = 9.848
layout_top_cells = clkdlybuf4s50_1 (52), nor3_1 (11), conb_1 (10)
area_delta_synth_final_pct = 88.84
finalNonFillerCells = 178
flop_area_sq_um = 0
mostFrequentLayoutCell = clkdlybuf4s50_1
nFillCells = 372
final-comb-area_sq_um = 462.9

[critical_path]
cp_slowest_cell = clkdlybuf4s50_1
path_class = input pin to primary output
cp_max_fo = 20
crit_path_start_kind = input pin
required_ns = 3.12
cp_slowest_stage_delay_ns = 0.54
cp_num_buf_inv = 3
critPathCaptureType = primary output
crit_chain = clkdlybuf4s50_1 > nor4_1 > nand4_1 > buf_4 > nor4b_2 > clkdlybuf4s50_1
path_delay_family = buffers and inverters
cp_data_arrival_time_ns = 2.72
path_common_cell = clkdlybuf4s50_1

[grt]
track_usage_pct = 6.696
antenna_found_initial = 0
grt_pass1_vias = 713
grt_pass1_wl_mm = 3.574
gr-total-overflow = 0
grt_max_degree = 21

[placement]
io_buffers = 52
place.gp.congestion = 0.7835
dp_cells = 178
dp_hpwl_mm = 1.954

[worst_hold_path]
hp-class = input pin to primary output
worstHoldPathCells = 5
min_to = instruction[12]
min_from = pc[2]

[sta]
setup_viol_count_final = 0
grt_setup_unrepaired = false
period_used_pct = 89.73
fin_setup_tns_ns = 0
max_freq_mhz = 285.7
fin_crit_ns = 3.500
hold_viol = 0
slew_viol_final = 0

[job]
drv_cap = 0
warning_count = 37

[die]
fp_util_pct = 17.07
die-width_microns = 80
chipHeight_microns = 80
die-area_sq_mm = 0.006400
core_sq_mm = 0.003416
ioPinCount = 64
rows = 21

[yosys]
syn-cell-area_sq_um = 583.1
ys_cells = 86
avgSynthCellArea_sq_um = 6.780
ys_warn_count = 1
yosys.stat.seqShare_pct = 0
ys_types = 26
ys_area_sq_um = 583.1
syn_inst = 86

[detailed_routing]
route.detailed.drc = 0
dr.first_iter.drc_count = 21
diodes = 0
vias = 704
ant_nets = 0
routed_wl_mm = 2.326
via_per_inst = 3.955
post_drt_wl_per_cell_microns = 13.07
drtPass1Iterations = 4

[power_and_ir_drop]
power_density_mw_per_mm2 = 54.91
ir_worst_vdd_mv = 0.01834
p_leak_uw = 0.0003609

[clock_network]
cts.repair.resized = 0
hold_buffers = 0
cts_setup_buffers = 0
-- metal layers --
layer | vias up | GRT usage [%] | wire length (microns)
met3 | 0 | 2.727 | 259
met1 | 298 | 8.372 | 973
met2 | 27 | 11.16 | 1093
met4 | 0 | 0 | 0
met5 | - | 0 | 0
li1 | 379 | - | -
-- tightest hold or removal path: stages --
cell and delay, ns:
clkdlybuf4s50_1 0.42, buf_4 0.18, nand3b_1 0.08, nor3_1 0.04
clkdlybuf4s50_1 0.40
-- area by class of cell --
cell class	instances	share of cell area, %
tap	46	5.227
inverter	4	1.364
multi-input combinational	70	42.05
timing repair buffer	58	51.36
-- Yosys cell counts (all sizes together), types with 3 or more instances --
master / count / area (sq um)
a211oi: 3 / 27.52
ha: 4 / 50.05
buf: 18 / 127.6
nor4: 10 / 81.33
nor2b: 5 / 31.28
nor3: 11 / 55.05
a21oi: 4 / 20.02
nand3b: 3 / 22.52
inv: 4 / 15.01
nor4b: 3 / 45.04
nor2: 4 / 15.01
clkbuf: 3 / 11.26
o21ai: 3 / 15.01
-- per-stage QoR --
step	cell area (sq um)	total power, uW	utilization (%)	hold WS (ns)	worst slack, ns
detailed placement	1101	60.58	32.23	2.696	0.3740
floorplan	616.8	31.04	-	1.682	1.373
CTS	1101	60.96	32.23	2.696	0.3517
global placement	1101	59.95	32.23	2.704	0.3833
finish	1101	60.46	32.23	2.691	0.4004
global route	1101	66.65	32.23	2.736	0.2013
-- where the power goes --
part           internal, uW  switching, uW
clock network             0              0
logic                  38.3           22.2
registers                 0              0
total                  38.3           22.2
-- cell families (layout without fill, tap and decap cells) --
| logic type | after synthesis | in the layout | synth area share (%) |
|---|---|---|---|
| adder cells (fa/ha/maj) | 4 | 4 | 8.584 |
| other | 1 | 10 | 0.6432 |
| AND/OR/NAND/NOR | 42 | 42 | 48.28 |
| XOR/XNOR | 1 | 1 | 1.502 |
| AND-OR/OR-AND | 13 | 13 | 14.59 |
| buffers and inverters | 25 | 62 | 26.39 |
-- how the worst max path moves through the flow --
stage                  to   start  cells past startpoint
6_report  instruction[20]  pc[25]                      6
4_1_cts    instruction[4]  pc[25]                      6
5_1_grt   instruction[20]  pc[25]                      6
Power is estimated from default activity; no workload was simulated.
