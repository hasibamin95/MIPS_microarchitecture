### flow/config.mk
export PLATFORM = sky130hd
export DESIGN_NAME = regis
export DESIGN_NICKNAME = regis
export VERILOG_FILES = /design/flow/design.v
export SDC_FILE = /design/flow/constraint.sdc
export NUM_CORES = 4
export LEC_CHECK = 1
export CORE_UTILIZATION = 30
### flow/constraint.sdc
current_design regis

set clk_period 5.9
set clk_io_pct 0.2

create_clock -name clk0 -period $clk_period [get_ports {clk}]

set non_clock_inputs [all_inputs -no_clocks]
set_input_delay [expr $clk_period * $clk_io_pct] -clock clk0 $non_clock_inputs
set_output_delay [expr $clk_period * $clk_io_pct] -clock clk0 [all_outputs]
### flow/design.v
module regis
	( input clk,
	input rst,
	input reg_write_en,
	input [4:0] reg_write_dest,
	input [31:0] reg_write_data,
	input [4:0] reg_read_addr_1,
	output [31:0] reg_read_data_1,
	input [4:0] reg_read_addr_2,
	output [31:0] reg_read_data_2
	);
	reg [31:0] reg_array [31:0];
	reg [5:0] k;
	initial begin
		for (k = 0; k <32; k = k + 1) begin
			reg_array[k] = 32'd0;
			end
		end
	assign reg_read_data_1 = ( reg_read_addr_1 == 0)? 32'd0 : reg_array[reg_read_addr_1];
	assign reg_read_data_2 = ( reg_read_addr_2 == 0)? 32'd0 : reg_array[reg_read_addr_2];
	always @ (posedge clk) begin
		if(reg_write_en) begin
			reg_array[reg_write_dest] <= reg_write_data;
			end
		end
endmodule
### flow/run.sh
#!/bin/bash
# OpenROAD 26Q1-2900-gdf79404cd8, Yosys 0.63+post, stock flow scripts
make -C /OpenROAD-flow-scripts/flow DESIGN_CONFIG=/design/flow/config.mk WORK_HOME=/design/flow/orfs finish
==> impl_metrics.yaml <==
# yosys + openroad results
outcome:
  status: "complete, no violations"
routing:
  drt_first_pass_iters: 5
  drtAntennaViolNets: 0
  first_iter_violations: 1660
  count_of_inserted_antenna_diode_cells: 0
  wire_per_inst_um: 30.7
  wl_um: 146000
  detail_route.drc_violations: 0
  vias: 26400
  via_per_inst: 5.55
sta:
  relSlewSlack: 0.433
  final_min_period_over_clock_period: 0.943
  hold_violations: 0
  min_clock_period_post_route_ns: 5.56
  final-max-slew-violation-count: 0
  setup_total_negative_slack_ns: 0
  timing.fmax_mhz: 180
  timing_worst_slew_pin_value_ns: 0.850
  setup_violations: 0
  grt_setup_unrepaired: "false"
clock_network:
  cts_hold_buf: 0
  htree_num_levels: 3
  clock_sink_count: 1024
  clock_tree_from_tritoncts: "yes"
  cts_made_buffers: 107
  postCtsSetupRepairBufs: 0
  clkTransAtPathRegs_ns: 0.05
  cts_buffer_depth: 3
  cts.root.buffer_cell: "clkbuf_16"
  cts_repair_resize_count: 0
layout:
  postLayoutCellArea_um2: 55400
  fin_cells: 4748
  flow.area_growth_from_synthesis_pct: 17.9
  post_route_cells_drive_above_1_share: 0.310
  largest_register_ff_count: 1024
  regMostFlops: "reg_array"
  finalCoreUtilization: 0.358
  final.fill_count: 14100
  biggestRegsByFlops: "reg_array (1024)"
setup_path:
  end_kind: "output pin"
  cp_data_arrival_time_ns: 4.38
  worst-setup-path-type: "input pin to output pin"
  cp.required_ns: 4.72
  critical_path_fanouts_max: 14
  crit_path_start_kind: "input pin"
run:
  warning_count: 27
  max_cap_viol_count: 0
logic_synthesis:
  flops_out_of_synthesis: 1024
  synth.top_cells.by_count: "edfxtp_1, mux4_2, mux2i_1, clkbuf_1, nand2_1"
  enable_flop_cells: 1024
  synth.most_common_cell: "edfxtp_1"
  post_synth_num_cell_types: 40
  syn_area_per_cell_um2: 19.6
  fraction_of_registers_with_async_set_or_reset_after_synthesis: 0
  synth_top_flop_cell: "edfxtp_1"
  synth_cells: 2400
  synth_stat.cells: 2400
  synthTopCellsByArea: "edfxtp_1, mux4_2, mux2i_1"
  syn_area_um2: 47000
  ys_seq_frac: 0.655
  yosys-stat-area_um2: 47000
  yosysWarningCount: 1
  synth_largest_type_area_fraction: 0.655
  synth_top_cell_by_area: "edfxtp_1"
placement:
  port-buffer-count: 112
  detailedPlacementHpwl_um: 90000
  dpl-instance-area_um2: 51800
  place.detailed.instances: 4553
  gp_congestion: 0.906
global_route:
  gr-total-overflow: 0
  grt_first_pass_wirelength_um: 207000
  first_global_vias: 29500
  grtUsageTotal: 0.199
  initial_antenna_violation_count: 7
  grt_max_degree: 70
floorplanning:
  floorplan.io_pins: 114
  rows: 144
  dieArea_um2: 158000
  core_region_area_um2: 155000
  fp-utilization: 0.303
  vert_die_dim_um: 398
  die_width_um: 398
power_and_ir_drop:
  leakagePower_uw: 0.0176
  vdd_drop_max_uv: 260
  power.density_cell_area_nw_per_um2: 297
worst_hold_path:
  worstHoldPathType: "input pin to flip-flop"
==> final cells by class <==
cell class | count | area (µm²) | area share
Inverter | 25 | 98.8 | 0.00179
Tap cell | 2044 | 2560 | 0.0462
Clock buffer | 129 | 2820 | 0.0510
Multi-Input combinational cell | 1150 | 15400 | 0.279
Timing Repair Buffer | 310 | 2980 | 0.0539
Clock inverter | 66 | 731 | 0.0132
Sequential cell | 1024 | 30700 | 0.555
==> report_power, final <==
part | internal, µW | switching, µW
clock network | 4050 | 2760
registers | 8100 | 33.5
logic | 677 | 859
total | 12800 | 3650
==> logic make-up (layout without fill, tap and decap cells) <==
| family | Yosys count | in the layout | share of synthesized area |
|---|---|---|---|
| multiplexers | 632 | 632 | 0.249 |
| AND/OR/NAND/NOR | 187 | 187 | 0.0194 |
| buffers and inverters | 226 | 530 | 0.0231 |
| flip-flops | 1024 | 1024 | 0.655 |
| AND-OR/OR-AND | 331 | 331 | 0.0541 |
==> critical path, stage by stage <==
cell and delay, ns:
clkdlybuf4s50_1 0.58, or3b_2 0.78, buf_4 0.34, o221ai_1 0.23, a211oi_1 0.09, nor3_1 0.52
clkdlybuf4s50_1 0.65
==> worst paths after layout <==
check / from / end / cells after the start
max: reg_read_addr_2[3] / reg_read_data_2[27] / 7
min: reg_write_data[25] / reg_array[17][25] / 2
==> cells in the final DEF (no fill, tap or decap), types with 23 or more instances in the layout <==
cell type / synthesis / routed
nor3_1: 32 / 32
buf_4: 20 / 171
o221ai_1: 31 / 31
clkbuf_16: 0 / 110
a211o_1: 23 / 23
clkinv_1: 0 / 24
a21oi_1: 46 / 46
a221oi_1: 23 / 23
mux4_2: 425 / 425
nor2_4: 0 / 33
clkdlybuf4s50_1: 0 / 105
nand2_1: 65 / 64
a2111oi_0: 31 / 31
o22ai_1: 55 / 55
mux2i_1: 183 / 183
a22o_1: 62 / 62
buf_12: 0 / 29
edfxtp_1: 1024 / 1024
a211oi_1: 47 / 47
inv_1: 25 / 24
==> metal layers <==
metal | routed length [µm] | vias to the layer above | global-route usage
li1 | - | 10900 | -
met1 | 45300 | 13200 | 0.213
met2 | 64700 | 2016 | 0.283
met3 | 31500 | 249 | 0.190
met4 | 3820 | 18 | 0.0413
met5 | 427 | - | 0.0197
==> metrics by stage <==
step           hold WS (ns)  power (µW)  setup slack [ns]
3_5_place_dp           2.02        9810             0.439
2_1_floorplan          1.28        9050              1.97
3_3_place_gp           2.01        9810             0.454
4_1_cts                1.29       16600             0.437
5_1_grt                1.31       16900             0.310
6_report               1.32       16500             0.338
Power and IR drop assume default switching activity.
